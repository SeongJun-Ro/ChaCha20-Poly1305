**run.sh**
```bash
#!/bin/bash
# OpenROAD 26Q1-2900-gdf79404cd8, Yosys 0.63+post, stock flow scripts
make -C /OpenROAD-flow-scripts/flow DESIGN_CONFIG=/design/flow/config.mk WORK_HOME=/design/flow/orfs finish
```
**config.mk**
```make
export PLATFORM = sky130hd
export DESIGN_NAME = cc_encrypt
export DESIGN_NICKNAME = cc_encrypt
export VERILOG_FILES = /design/flow/design.v
export SDC_FILE = /design/flow/constraint.sdc
export NUM_CORES = 4
export LEC_CHECK = 1
export CORE_AREA = 10 10 818 818
export DIE_AREA = 0 0 828 828
```
**constraint.sdc**
```tcl
current_design cc_encrypt

set clk_period 58.4
set clk_io_pct 0.2

create_clock -name clk0 -period $clk_period [get_ports {i_clk}]

set non_clock_inputs [all_inputs -no_clocks]
set_input_delay [expr $clk_period * $clk_io_pct] -clock clk0 $non_clock_inputs
set_output_delay [expr $clk_period * $clk_io_pct] -clock clk0 [all_outputs]
```
**design.v**
```verilog
module cc_block (
	input					i_clk, i_rstn,
	input					i_start,
	input			[255:0]	i_key,
	input			[95:0]	i_non,
	input			[31:0]	i_cnt,
	output	wire	[511:0]	o_stream,
	output	wire			o_done
);
	parameter CONSTANT0 = 32'h61707865;
	parameter CONSTANT1 = 32'h3320646e;
	parameter CONSTANT2 = 32'h79622d32;
	parameter CONSTANT3 = 32'h6b206574;
	parameter IDLE	= 2'b00;
	parameter RND	= 2'b01;
	parameter ADD	= 2'b11;
	parameter DONE	= 2'b10;
	reg		[1:0]	r_fsm;
	reg		[4:0]	r_cnt_rnd;
	reg		[3:0]	r_cnt_calc;
	reg		[31:0]	r_block0, r_block1, r_block2, r_block3, r_block4, r_block5, r_block6, r_block7, r_block8, r_block9, r_block10, r_block11, r_block12, r_block13, r_block14, r_block15;
	wire	[31:0]	w_block4, w_block5, w_block6, w_block7, w_block8, w_block9, w_block10, w_block11, w_block13, w_block14, w_block15;
	wire			w_rnd_done;
	assign	w_block4	= i_key[31:0];
	assign	w_block5	= i_key[63:32];
	assign	w_block6	= i_key[95:64];
	assign	w_block7	= i_key[127:96];
	assign	w_block8	= i_key[159:128];
	assign	w_block9	= i_key[191:160];
	assign	w_block10	= i_key[223:192];
	assign	w_block11	= i_key[255:224];
	assign	w_block13	= i_non[31:0];
	assign	w_block14	= i_non[63:32];
	assign	w_block15	= i_non[95:64];
	assign	w_rnd_done	= (r_cnt_rnd == 5'd19 && r_cnt_calc == 4'd11);
	assign	o_stream = {r_block15, r_block14, r_block13, r_block12,
						r_block11, r_block10, r_block9,  r_block8,
						r_block7,  r_block6,  r_block5,  r_block4,
						r_block3,  r_block2,  r_block1,  r_block0};
	assign	o_done = (r_fsm == DONE);
	always @(posedge i_clk, negedge i_rstn) begin
		if (!i_rstn)
			r_fsm <= IDLE;
		else
			case(r_fsm)
				IDLE	: r_fsm <= (i_start) ? RND : IDLE;
				RND		: r_fsm <= (w_rnd_done) ? ADD : RND;
				ADD		: r_fsm <= DONE;
				DONE	: r_fsm <= IDLE;
				default : r_fsm	<= IDLE;
			endcase
	end
	always @(posedge i_clk, negedge i_rstn) begin
		if (!i_rstn)
			r_cnt_rnd <= 5'd0;
		else if (r_fsm == IDLE)
			r_cnt_rnd <= 5'd0;
		else if (r_fsm == RND)
			r_cnt_rnd <= (r_cnt_calc == 4'd11) ? r_cnt_rnd + 1'b1 : r_cnt_rnd;
		else
			r_cnt_rnd <= r_cnt_rnd;
	end
	always @(posedge i_clk, negedge i_rstn) begin
		if (!i_rstn)
			r_cnt_calc <= 4'd0;
		else if (r_fsm == RND)
			r_cnt_calc <= (r_cnt_calc == 4'd11) ? 4'd0 : r_cnt_calc + 1'b1;
		else
			r_cnt_calc <= 4'd0;
	end
	always @(posedge i_clk, negedge i_rstn) begin
		if (!i_rstn) begin
			r_block0	<= 32'd0;
			r_block1	<= 32'd0;
			r_block2	<= 32'd0;
			r_block3	<= 32'd0;
			r_block4	<= 32'd0;
			r_block5	<= 32'd0;
			r_block6	<= 32'd0;
			r_block7	<= 32'd0;
			r_block8	<= 32'd0;
			r_block9	<= 32'd0;
			r_block10	<= 32'd0;
			r_block11	<= 32'd0;
			r_block12	<= 32'd0;
			r_block13	<= 32'd0;
			r_block14	<= 32'd0;
			r_block15	<= 32'd0;
		end
		else if (i_start) begin
			r_block0	<= CONSTANT0;
			r_block1	<= CONSTANT1;
			r_block2	<= CONSTANT2;
			r_block3	<= CONSTANT3;
			r_block4	<= w_block4;
			r_block5	<= w_block5;
			r_block6	<= w_block6;
			r_block7	<= w_block7;
			r_block8	<= w_block8;
			r_block9	<= w_block9;
			r_block10	<= w_block10;
			r_block11	<= w_block11;
			r_block12	<= i_cnt;
			r_block13	<= w_block13;
			r_block14	<= w_block14;
			r_block15	<= w_block15;
		end
		else if(r_fsm==RND) begin
			if (r_cnt_rnd[0]==0)   
				case (r_cnt_calc)
					4'd0: begin   
						r_block0	<= r_block0 + r_block4;
						r_block1	<= r_block1 + r_block5;
						r_block2	<= r_block2 + r_block6;
						r_block3	<= r_block3 + r_block7;
					end
					4'd1: begin   
						r_block12	<= r_block12 ^ r_block0;
						r_block13	<= r_block13 ^ r_block1;
						r_block14	<= r_block14 ^ r_block2;
						r_block15	<= r_block15 ^ r_block3;
					end
					4'd2: begin   
						r_block12	<= {r_block12[15:0],r_block12[31:16]};
						r_block13	<= {r_block13[15:0],r_block13[31:16]};
						r_block14	<= {r_block14[15:0],r_block14[31:16]};
						r_block15	<= {r_block15[15:0],r_block15[31:16]};
					end
					4'd3: begin   
						r_block8	<= r_block8  + r_block12;
						r_block9	<= r_block9  + r_block13;
						r_block10	<= r_block10 + r_block14;
						r_block11	<= r_block11 + r_block15;
					end
					4'd4: begin   
						r_block4	<= r_block4 ^ r_block8;
						r_block5	<= r_block5 ^ r_block9;
						r_block6	<= r_block6 ^ r_block10;
						r_block7	<= r_block7 ^ r_block11;
					end
					4'd5: begin   
						r_block4	<= {r_block4[19:0],r_block4[31:20]};
						r_block5	<= {r_block5[19:0],r_block5[31:20]};
						r_block6	<= {r_block6[19:0],r_block6[31:20]};
						r_block7	<= {r_block7[19:0],r_block7[31:20]};
					end
					4'd6: begin   
						r_block0	<= r_block0 + r_block4;
						r_block1	<= r_block1 + r_block5;
						r_block2	<= r_block2 + r_block6;
						r_block3	<= r_block3 + r_block7;
					end
					4'd7: begin   
						r_block12	<= r_block12 ^ r_block0;
						r_block13	<= r_block13 ^ r_block1;
						r_block14	<= r_block14 ^ r_block2;
						r_block15	<= r_block15 ^ r_block3;
					end
					4'd8: begin   
						r_block12	<= {r_block12[23:0],r_block12[31:24]};
						r_block13	<= {r_block13[23:0],r_block13[31:24]};
						r_block14	<= {r_block14[23:0],r_block14[31:24]};
						r_block15	<= {r_block15[23:0],r_block15[31:24]};
					end
					4'd9: begin   
						r_block8	<= r_block8  + r_block12;
						r_block9	<= r_block9  + r_block13;
						r_block10	<= r_block10 + r_block14;
						r_block11	<= r_block11 + r_block15;
					end
					4'd10: begin   
						r_block4	<= r_block4 ^ r_block8;
						r_block5	<= r_block5 ^ r_block9;
						r_block6	<= r_block6 ^ r_block10;
						r_block7	<= r_block7 ^ r_block11;
					end
					4'd11: begin   
						r_block4	<= {r_block4[24:0],r_block4[31:25]};
						r_block5	<= {r_block5[24:0],r_block5[31:25]};
						r_block6	<= {r_block6[24:0],r_block6[31:25]};
						r_block7	<= {r_block7[24:0],r_block7[31:25]};
					end
					default: begin
						r_block0	<= 32'd0;
						r_block1	<= 32'd0;
						r_block2	<= 32'd0;
						r_block3	<= 32'd0;
						r_block4	<= 32'd0;
						r_block5	<= 32'd0;
						r_block6	<= 32'd0;
						r_block7	<= 32'd0;
						r_block8	<= 32'd0;
						r_block9	<= 32'd0;
						r_block10	<= 32'd0;
						r_block11	<= 32'd0;
						r_block12	<= 32'd0;
						r_block13	<= 32'd0;
						r_block14	<= 32'd0;
						r_block15	<= 32'd0;
					end
				endcase
			else   
				case (r_cnt_calc)
					4'd0: begin   
						r_block0	<= r_block0 + r_block5;
						r_block1	<= r_block1 + r_block6;
						r_block2	<= r_block2 + r_block7;
						r_block3	<= r_block3 + r_block4;
					end
					4'd1: begin   
						r_block15	<= r_block15 ^ r_block0;
						r_block12	<= r_block12 ^ r_block1;
						r_block13	<= r_block13 ^ r_block2;
						r_block14	<= r_block14 ^ r_block3;
					end
					4'd2: begin   
						r_block15	<= {r_block15[15:0],r_block15[31:16]};
						r_block12	<= {r_block12[15:0],r_block12[31:16]};
						r_block13	<= {r_block13[15:0],r_block13[31:16]};
						r_block14	<= {r_block14[15:0],r_block14[31:16]};
					end
					4'd3: begin   
						r_block10	<= r_block10 + r_block15;
						r_block11	<= r_block11 + r_block12;
						r_block8	<= r_block8  + r_block13;
						r_block9	<= r_block9  + r_block14;
					end
					4'd4: begin   
						r_block5	<= r_block5 ^ r_block10;
						r_block6	<= r_block6 ^ r_block11;
						r_block7	<= r_block7 ^ r_block8;
						r_block4	<= r_block4 ^ r_block9;
					end
					4'd5: begin   
						r_block5	<= {r_block5[19:0],r_block5[31:20]};
						r_block6	<= {r_block6[19:0],r_block6[31:20]};
						r_block7	<= {r_block7[19:0],r_block7[31:20]};
						r_block4	<= {r_block4[19:0],r_block4[31:20]};
					end
					4'd6: begin   
						r_block0	<= r_block0 + r_block5;
						r_block1	<= r_block1 + r_block6;
						r_block2	<= r_block2 + r_block7;
						r_block3	<= r_block3 + r_block4;
					end
					4'd7: begin   
						r_block15	<= r_block15 ^ r_block0;
						r_block12	<= r_block12 ^ r_block1;
						r_block13	<= r_block13 ^ r_block2;
						r_block14	<= r_block14 ^ r_block3;
					end
					4'd8: begin   
						r_block15	<= {r_block15[23:0],r_block15[31:24]};
						r_block12	<= {r_block12[23:0],r_block12[31:24]};
						r_block13	<= {r_block13[23:0],r_block13[31:24]};
						r_block14	<= {r_block14[23:0],r_block14[31:24]};
					end
					4'd9: begin   
						r_block10	<= r_block10 + r_block15;
						r_block11	<= r_block11 + r_block12;
						r_block8	<= r_block8  + r_block13;
						r_block9	<= r_block9  + r_block14;
					end
					4'd10: begin   
						r_block5	<= r_block5 ^ r_block10;
						r_block6	<= r_block6 ^ r_block11;
						r_block7	<= r_block7 ^ r_block8;
						r_block4	<= r_block4 ^ r_block9;
					end
					4'd11: begin   
						r_block5	<= {r_block5[24:0],r_block5[31:25]};
						r_block6	<= {r_block6[24:0],r_block6[31:25]};
						r_block7	<= {r_block7[24:0],r_block7[31:25]};
						r_block4	<= {r_block4[24:0],r_block4[31:25]};
					end
					default: begin
						r_block0	<= 32'd0;
						r_block1	<= 32'd0;
						r_block2	<= 32'd0;
						r_block3	<= 32'd0;
						r_block4	<= 32'd0;
						r_block5	<= 32'd0;
						r_block6	<= 32'd0;
						r_block7	<= 32'd0;
						r_block8	<= 32'd0;
						r_block9	<= 32'd0;
						r_block10	<= 32'd0;
						r_block11	<= 32'd0;
						r_block12	<= 32'd0;
						r_block13	<= 32'd0;
						r_block14	<= 32'd0;
						r_block15	<= 32'd0;
					end
				endcase
		end
		else if(r_fsm==ADD) begin
			r_block0	<= r_block0  + CONSTANT0;
			r_block1	<= r_block1  + CONSTANT1;
			r_block2	<= r_block2  + CONSTANT2;
			r_block3	<= r_block3  + CONSTANT3;
			r_block4	<= r_block4  + w_block4;
			r_block5	<= r_block5  + w_block5;
			r_block6	<= r_block6  + w_block6;
			r_block7	<= r_block7  + w_block7;
			r_block8	<= r_block8  + w_block8;
			r_block9	<= r_block9  + w_block9;
			r_block10	<= r_block10 + w_block10;
			r_block11	<= r_block11 + w_block11;
			r_block12	<= r_block12 + i_cnt;
			r_block13	<= r_block13 + w_block13;
			r_block14	<= r_block14 + w_block14;
			r_block15	<= r_block15 + w_block15;
		end
	end
endmodule 
module cc_encrypt (
	input						i_clk, i_rstn,
	input						i_start,		 
	input						i_en_pt,		 
	input			[255:0]		i_key,			 
	input			[95:0]		i_non,			 
	input			[511:0]		i_pt,			 
	input			[31:0]		i_len_pt,		 
	output	reg		[511:0]		o_ct,			 
	output	reg					o_rqst_pt,		 
	output						o_done,			 
	output	reg					o_busy			 
);
	parameter IDLE	= 2'b00;
	parameter BLOCK	= 2'b01;
	parameter CRYPT	= 2'b11;
	parameter DONE	= 2'b10;
	parameter MASK	= 512'hffffffffffffffffffffffffffffffffffffffffffffffffffffffffffffffffffffffffffffffffffffffffffffffffffffffffffffffffffffffffffffffff;
	reg		[1:0]	r_fsm;
	reg		[31:0]	r_cnt;
	reg		[511:0]	r_pt;
	reg		[31:0]	r_len_pt;
	wire			w_blk_state;
	wire			w_blk_start;
	wire			w_blk_done;
	wire	[511:0]	w_stream;
	wire	[511:0]	w_mask;
	assign	w_blk_state	= r_len_pt!=32'd0;
	assign	w_blk_start	= i_start || (i_en_pt && (r_fsm == CRYPT));
	assign	w_mask		= (r_len_pt<32'd64) ? (MASK >> {32'd64-r_len_pt, 3'd0}) : MASK;
	assign	o_done		= (r_fsm == DONE);
	cc_block U1_CC_BLOCK (
		.i_clk		(	i_clk		),
		.i_rstn		(	i_rstn		),
		.i_start	(	w_blk_start	),
		.i_key		(	i_key		),
		.i_non		(	i_non		),
		.i_cnt		(	r_cnt		),
		.o_stream	(	w_stream	),
		.o_done		(	w_blk_done	)
	);
	always @(posedge i_clk, negedge i_rstn) begin
		if (!i_rstn)
			r_fsm	<= IDLE;
		else
			case (r_fsm)
				IDLE	: r_fsm <=	(i_start)		? BLOCK : IDLE;
				BLOCK	: r_fsm <=	(w_blk_done)	? CRYPT : BLOCK;
				CRYPT	: r_fsm <=	(!w_blk_state)	? DONE :
									(w_blk_start)	? BLOCK : CRYPT;
				DONE	: r_fsm <= IDLE;
			endcase
	end
	always @(posedge i_clk, negedge i_rstn) begin
		if (!i_rstn)
			r_cnt	<= 32'd1;
		else if (o_rqst_pt)
			r_cnt	<= r_cnt + 1'b1;
	end
	always @(posedge i_clk, negedge i_rstn) begin
		if (!i_rstn)
			r_pt	<= 512'd0;
		else if (i_start || i_en_pt)
			r_pt	<= i_pt;
	end
	always @(posedge i_clk, negedge i_rstn) begin
		if (!i_rstn)
			r_len_pt	<= 32'd0;
		else if (i_start)
			r_len_pt	<= i_len_pt;
		else if (w_blk_done)
			r_len_pt	<= (r_len_pt<32'd64) ? 32'd0 : r_len_pt - 32'd64;
	end
	always @(posedge i_clk, negedge i_rstn) begin
		if (!i_rstn)
			o_rqst_pt	<= 1'd0;
		else if (w_blk_done && w_blk_state)
			o_rqst_pt	<= (r_len_pt<32'd64) ? 1'b0 : 1'b1;
		else
			o_rqst_pt	<= 1'd0;
	end
	always @(posedge i_clk, negedge i_rstn) begin
		if (!i_rstn)
			o_ct	<= 512'd0;
		else
			o_ct	<= (w_blk_done) ? w_mask & (w_stream ^ r_pt) : o_ct;
	end
	always @(posedge i_clk, negedge i_rstn) begin
		if (!i_rstn)
			o_busy	<= 1'd0;
		else if (i_start)
			o_busy	<= 1'd1;
		else if (o_done)
			o_busy	<= 1'd0;
		else
			o_busy	<= o_busy;
	end
endmodule
```
==> impl_metrics.prom <==
# HELP chip_impl_metric Flow report values
# TYPE chip_impl_metric gauge
chip_impl_info{name="result_of_the_run",value="finished clean"} 1
chip_impl_metric{name="critPathBufInv",unit=""} 9
chip_impl_info{name="critical_path.top_delay_family",value="buffers and inverters"} 1
chip_impl_metric{name="antenna_nets_post_route",unit=""} 0
chip_impl_info{name="slowest_stage_cell_on_the_critical_path",value="sky130_fd_sc_hd__buf_4"} 1
chip_impl_metric{name="postRouteWirelength",unit="um"} 922800
chip_impl_metric{name="seq_total_area_yosys",unit=""} 0.3198
chip_impl_metric{name="fp.dieH",unit="um"} 828
chip_impl_metric{name="p_leak",unit="nW"} 67.52
chip_impl_metric{name="route.detailed.drc",unit=""} 0
chip_impl_metric{name="ys_area",unit="um2"} 126700
chip_impl_metric{name="fp-utilization",unit=""} 0.1948
chip_impl_metric{name="clock_latency_at_the_later_pin_of_the_worst_skew_pair",unit="ps"} 1050
chip_impl_info{name="reg.largest.list",value="o_ct (512), r_pt (512)"} 1
chip_impl_metric{name="floorplan.core_area",unit="um2"} 650300
chip_impl_metric{name="fmax",unit="GHz"} 0.06075
chip_impl_metric{name="finish.instance_area",unit="um2"} 162700
chip_impl_metric{name="tool_warnings",unit=""} 47
chip_impl_info{name="grt_setup_unrepaired",value="no"} 1
chip_impl_metric{name="slew_viol_final",unit=""} 0
chip_impl_metric{name="hold_viol_final",unit=""} 0
chip_impl_metric{name="first_pass_grt_wire_length",unit="um"} 1201000
chip_impl_metric{name="power.net_switching",unit="mW"} 5.368
chip_impl_metric{name="enable_flop_cells",unit=""} 0
chip_impl_info{name="clock_tree_from_tritoncts",value="done"} 1
chip_impl_metric{name="critical-path-max-stage-delay",unit="ps"} 720
chip_impl_metric{name="skew",unit="ps"} 105.6
chip_impl_metric{name="number_of_global_route_vias_before_repair",unit=""} 126100
chip_impl_metric{name="yosys-stat-cells",unit=""} 15030
chip_impl_metric{name="power.share.clock",unit=""} 0.147
chip_impl_metric{name="seq_power_share",unit=""} 0.174
chip_impl_metric{name="max_slew_margin",unit=""} 0.2043
chip_impl_metric{name="placement.io_buffers",unit=""} 1414
chip_impl_metric{name="cts_num_sinks",unit=""} 1619
chip_impl_metric{name="cts.clk_slew.worst_paths",unit="ps"} 60
chip_impl_metric{name="final.setup.tns",unit="ps"} 0
chip_impl_info{name="startpoint_type",value="input pin"} 1
chip_impl_metric{name="num_rows",unit=""} 296
chip_impl_info{name="yosys.cell_count.top_type",value="sky130_fd_sc_hd__nand2_1"} 1
chip_impl_metric{name="synth_compound_gate_area_share",unit=""} 0.2602
chip_impl_metric{name="gp_routability_congestion",unit=""} 1.074
chip_impl_metric{name="vias_per_instance",unit=""} 5.211
chip_impl_metric{name="switching_share",unit=""} 0.5552
chip_impl_metric{name="cts_buffers",unit=""} 215
chip_impl_metric{name="post_synth.cell_area_avg",unit="um2"} 8.428
chip_impl_metric{name="final_layout_size_suffix_gt1_frac",unit=""} 0.08911
chip_impl_metric{name="cts.htree.levels",unit=""} 4
chip_impl_metric{name="place_hpwl",unit="um"} 749200
chip_impl_metric{name="num_vias",unit=""} 133500
chip_impl_metric{name="cts_post_setup_buffers_inserted",unit=""} 0
chip_impl_info{name="setup.worst_path.class",value="input pin to async pin"} 1
chip_impl_info{name="critical_path.most_common_cell",value="sky130_fd_sc_hd__buf_4"} 1
chip_impl_metric{name="top_cell_area_share",unit=""} 0.3192
chip_impl_metric{name="worst-path-max-fanout",unit=""} 95
chip_impl_metric{name="clockBufferDepth",unit=""} 4
chip_impl_metric{name="netlist_instances",unit=""} 15030
chip_impl_metric{name="yosys.area_share.simple",unit=""} 0.1620
chip_impl_metric{name="cts-resized-gates",unit=""} 0
chip_impl_metric{name="placed_cells",unit=""} 25040
chip_impl_metric{name="synth_area",unit="um2"} 126700
chip_impl_metric{name="power",unit="mW"} 9.669
chip_impl_info{name="end_kind",value="async pin"} 1
chip_impl_info{name="postSynth.topFlopCell",value="sky130_fd_sc_hd__dfrtp_1"} 1
chip_impl_metric{name="drt-initial-drc-count",unit=""} 15530
chip_impl_info{name="timing.critical_path.cells",value="buf_16 -> buf_4 -> buf_4 -> buf_4 -> buf_4 -> buf_4 -> buf_4 -> buf_4 -> buf_4"} 1
chip_impl_metric{name="synthDistinctLibCells",unit=""} 99
chip_impl_metric{name="number_of_max_cap_violations",unit=""} 0
chip_impl_info{name="top_cells_by_area",value="sky130_fd_sc_hd__dfrtp_1, sky130_fd_sc_hd__ha_1, sky130_fd_sc_hd__xnor2_1"} 1
chip_impl_metric{name="setup_viol",unit=""} 0
chip_impl_metric{name="power.ir.vdd_worst",unit="uV"} 32.98
chip_impl_metric{name="critPathArrivalTime",unit="ps"} 17510
chip_impl_metric{name="yosys_warnings",unit=""} 2
chip_impl_info{name="topCombFamilyByArea",value="AND-OR/OR-AND gates"} 1
chip_impl_metric{name="power_frac_comb",unit=""} 0.679
chip_impl_metric{name="cp.required",unit="ps"} 59450
chip_impl_info{name="yosysTopAreaCell",value="sky130_fd_sc_hd__dfrtp_1"} 1
chip_impl_metric{name="drt_pass1_iterations",unit=""} 17
chip_impl_metric{name="ys_sh_adder",unit=""} 0.09153
chip_impl_metric{name="cts_hold_buf",unit=""} 0
chip_impl_metric{name="finalWorstPathRequiredPeriod",unit="ps"} 16460
chip_impl_metric{name="area_growth_syn_to_layout",unit="%"} 28.42
chip_impl_metric{name="postSynth.asyncResetShare",unit=""} 1.000
chip_impl_metric{name="route.detailed.wl_per_inst",unit="um"} 36.03
chip_impl_metric{name="fin_cells",unit=""} 25610
chip_impl_metric{name="globalRouteOverflowTotal",unit=""} 0
chip_impl_metric{name="finish.utilization",unit=""} 0.2502
chip_impl_metric{name="boundary_pins",unit=""} 1415
chip_impl_metric{name="antenna_violations_before_repair",unit=""} 349
chip_impl_metric{name="cellPowerDensity",unit="nW/um2"} 59.43
chip_impl_metric{name="synth.ff_latch_count",unit=""} 1619
chip_impl_metric{name="power.internal",unit="mW"} 4.300
chip_impl_metric{name="floorplan.die.width",unit="um"} 828
chip_impl_info{name="worst_hold_path_type",value="flop to flop"} 1
chip_impl_metric{name="total_global_routing_track_utilization",unit=""} 0.2637
chip_impl_metric{name="post-route-period-util",unit=""} 0.2819
chip_impl_metric{name="parity_gate_share_of_the_synthesized_area_counting_xor_and_xnor_cells",unit=""} 0.1054
chip_impl_metric{name="dieArea",unit="um2"} 685600
chip_impl_info{name="yosys-top-cells-count",value="sky130_fd_sc_hd__nand2_1, sky130_fd_sc_hd__dfrtp_1, sky130_fd_sc_hd__xnor2_1, sky130_fd_sc_hd__o21ai_0, sky130_fd_sc_hd__nor2_1"} 1
chip_impl_info{name="cts-root-buf",value="sky130_fd_sc_hd__clkbuf_16"} 1
chip_impl_metric{name="mux_frac_synth",unit=""} 0.02746
chip_impl_metric{name="placed_area",unit="um2"} 154900
chip_impl_metric{name="worst-slew-pin-transition",unit="ps"} 1160
chip_impl_metric{name="maximum_number_of_pins_on_one_net_before_global_route_repair",unit=""} 142
[cells in the final DEF, fill, tap and decap left out, types with 88 or more instances in the layout]
master                            count
sky130_fd_sc_hd__o21a_1             116
sky130_fd_sc_hd__diode_2            180
sky130_fd_sc_hd__a21oi_1            955
sky130_fd_sc_hd__and3_1              88
sky130_fd_sc_hd__o21ai_0           1117
sky130_fd_sc_hd__a222oi_1           246
sky130_fd_sc_hd__dfrtp_1           1613
sky130_fd_sc_hd__nor2b_1             97
sky130_fd_sc_hd__clkbuf_16          216
sky130_fd_sc_hd__nand2b_1           144
sky130_fd_sc_hd__o221ai_1           240
sky130_fd_sc_hd__xor2_1             334
sky130_fd_sc_hd__mux2i_1            333
sky130_fd_sc_hd__ha_1               882
sky130_fd_sc_hd__nand3_1            192
sky130_fd_sc_hd__inv_1              252
sky130_fd_sc_hd__a31oi_1            128
sky130_fd_sc_hd__nand2_1           2434
sky130_fd_sc_hd__a211oi_1           346
sky130_fd_sc_hd__o211ai_1           119
sky130_fd_sc_hd__nor2_1            1052
sky130_fd_sc_hd__nor3_1             250
sky130_fd_sc_hd__buf_4              806
sky130_fd_sc_hd__clkdlybuf4s50_1   1412
sky130_fd_sc_hd__o21bai_1            99
sky130_fd_sc_hd__a21o_1             394
sky130_fd_sc_hd__o22ai_1            106
sky130_fd_sc_hd__xnor2_1           1187
sky130_fd_sc_hd__o2bb2ai_1          190
sky130_fd_sc_hd__a211oi_2            88
[kinds of logic (layout without fill, tap and decap cells)]
| group | count (synthesis) | count (layout) |
|---|---|---|
| AOI/OAI and AO/OA | 4793 | 4793 |
| and+or+nand+nor | 4722 | 4722 |
| DFF | 1619 | 1619 |
| xor gates and xnor gates | 1524 | 1524 |
| buffers and inverters | 1118 | 2875 |
| adders and majority gates | 910 | 910 |
| muxes | 346 | 346 |
| other | 0 | 180 |
[worst paths after layout]
kind	startpoint	to	slack (ps)	cells after the start
worst min-delay path	r_fsm[1]	r_fsm[0]	480	1
worst max-delay path	i_rstn	r_pt[15]	41940	9
min in group asynchronous	i_rstn	r_pt[171]	10610	1
max in group clk0	i_en_pt	U1_CC_BLOCK.r_block6[31]	43020	11
worst min register to register	r_fsm[1]	r_fsm[0]	480	1
worst max register to register	U1_CC_BLOCK.r_fsm[2]	U1_CC_BLOCK.r_block6[24]	52470	9
[layer usage]
metal  GRT usage  wire length [um]
met2      0.3765            386100
met1      0.3119            338900
met4      0.2092             91300
met3      0.1084            105500
met5           0              1076
[cell type report]
type	instances	area [um2]
tap	8642	10810
antenna	180	450.4
clock inverter	81	1010
inverter	255	967.2
multi-input combinational	12300	82280
clock buffer	314	6324
fill	70070	487700
sequential	1619	40530
timing repair buffer	2225	20320
[power by group through the flow]
stage	Combinational [mW]	Sequential [mW]	Clock [mW]
5_1_grt	6.86	1.68	1.48
4_1_cts	6.36	1.67	1.44
6_report	6.57	1.68	1.42
[worst register-to-register path: stages, from the launching register on]
cell                       delay [ps]
sky130_fd_sc_hd__dfrtp_4          750
sky130_fd_sc_hd__buf_4            560
sky130_fd_sc_hd__buf_4            670
sky130_fd_sc_hd__buf_4            700
sky130_fd_sc_hd__o221ai_1         680
sky130_fd_sc_hd__nand2_4          840
sky130_fd_sc_hd__nand2b_1         790
sky130_fd_sc_hd__o211ai_1         610
sky130_fd_sc_hd__o21ai_0          150
sky130_fd_sc_hd__o21ai_0          100
[through the flow]
step                      worst slack, ps  hold WS [ps]
final                               41940         482.6
after global routing                41290         500.8
after CTS                           41850         484.4
after detailed placement            40810         463.9
after global placement              40890         470.3
after floorplan                     43810         373.0
Power is estimated from default activity; no workload was simulated.
